<file path="design/flow/config.mk">
export PLATFORM = sky130hd
export DESIGN_NAME = top
export DESIGN_NICKNAME = top
export VERILOG_FILES = /design/flow/design.v
export SDC_FILE = /design/flow/constraint.sdc
export NUM_CORES = 4
export LEC_CHECK = 1
export CORE_UTILIZATION = 50
</file>
<file path="design/flow/constraint.sdc">
current_design top

set clk_period 3.6
set clk_io_pct 0.2

create_clock -name clk0 -period $clk_period [get_ports {CLK100MHZ}]

set non_clock_inputs [all_inputs -no_clocks]
set_input_delay [expr $clk_period * $clk_io_pct] -clock clk0 $non_clock_inputs
set_output_delay [expr $clk_period * $clk_io_pct] -clock clk0 [all_outputs]
</file>
<file path="design/flow/run.sh">
#!/bin/bash
# OpenROAD 26Q1-2900-gdf79404cd8, Yosys 0.63+post, stock flow scripts
make -C /OpenROAD-flow-scripts/flow DESIGN_CONFIG=/design/flow/config.mk WORK_HOME=/design/flow/orfs finish
</file>
<file path="design/flow/design.v">
module bist_controller(
    input wire start,
    input wire rst,
    input wire clk,
    input wire dut_ready,
    input wire crc_ready,
    output reg ready,
    output reg dut_start,
    output reg crc_start,
    output reg [7:0] a_lfsr,
    output reg [7:0] b_lfsr,
    output reg [7:0] test_mode_ctr
);
    localparam IDLE           = 3'd0;
    localparam CALC_LFSR      = 3'd1;
    localparam CALC_LFSR_STOP = 3'd2;
    localparam DUT_START      = 3'd3;
    localparam DUT_STOP       = 3'd4;
    localparam CRC_START      = 3'd5;
    localparam CRC_STOP       = 3'd6;
    reg [7:0] test_counter;
    reg [8:0] inner_counter;
    reg [2:0] state;
    reg lfsr_start;
    wire lfsr_ready;
    wire [7:0] lfsr_1;
    wire [7:0] lfsr_2;
    lfsr lfst_inst (
        .clk(clk),
        .rst(rst),
        .start(lfsr_start),
        .ready(lfsr_ready),
        .lfsr1_out(lfsr_1),
        .lfsr2_out(lfsr_2)
    );
    reg init;
    always @(posedge clk) begin
        if (init) begin 
            if (rst) begin
                state <= IDLE;
                inner_counter <= 0;
                test_counter <= 0;
                test_mode_ctr <= 0;
                ready <= 1;
                dut_start <= 0;
                crc_start <= 0;
            end else begin 
                case (state)
                    IDLE: begin
                        if (start) begin
                            state <= CALC_LFSR;
                            ready <= 0;
                        end 
                    end
                    CALC_LFSR: begin
                        if (lfsr_ready) begin
                            lfsr_start <= 1;
                            state <= CALC_LFSR_STOP;
                        end
                    end
                    CALC_LFSR_STOP: begin
                        lfsr_start <= 0;
                        if (lfsr_ready) begin
                            state <= DUT_START;
                        end
                    end
                    DUT_START: begin
                        a_lfsr <= lfsr_1;
                        b_lfsr <= lfsr_2;
                        if (dut_ready) begin
                            dut_start <= 1;
                            state <= DUT_STOP;
                        end
                    end
                    DUT_STOP: begin
                        dut_start <= 0;
                        if (dut_ready) begin
                            state <= CRC_START;
                        end
                    end
                    CRC_START: begin
                        if (crc_ready) begin
                            crc_start <= 1;
                            state <= CRC_STOP;
                        end
                    end
                    CRC_STOP: begin
                        crc_start <= 0;
                        if (crc_ready) begin
                            inner_counter <= inner_counter + 1;
                            if (inner_counter == 256) begin
                                inner_counter <= 0;
                                test_counter <= test_counter + 1;
                                test_mode_ctr <= test_counter;
                                state <= IDLE;
                                ready <= 1;
                            end else begin
                                state <= CALC_LFSR;
                            end
                        end
                    end
                    default: state <= IDLE;
                endcase
            end 
        end else begin
            state <= IDLE;
            inner_counter <= 0;
            test_counter <= 0;
            test_mode_ctr <= 0;
            ready <= 1;
            dut_start <= 0;
            crc_start <= 0;
        end
    end
endmodule
module crc8 (
    input [7:0] y_in,
    input wire start,
    input wire rst,
    input wire clk,
    output reg ready,
    output reg[7:0] crc_result
);
    reg [7:0] crc; 
    reg [3:0] bit_count; 
    reg busy; 
    reg init;
    localparam POLY = 8'b10011011;
    always @(posedge clk) begin
        if (init) begin
            if (rst) begin
                crc <= 0; 
                bit_count <= 0; 
                ready <= 1; 
                busy <= 0;
                init <= 1; 
            end else if (start) begin
                crc <= 0; 
                bit_count <= 0;
                busy <= 1; 
                ready <= 0;
            end else if (busy) begin
                if (bit_count < 8) begin
                    crc <= {crc[6:0], 1'b0} ^ (y_in[7 - bit_count] ? POLY : 8'h00);
                    bit_count <= bit_count + 1;
                end else begin
                    crc_result <= crc; 
                    ready <= 1; 
                    busy <= 0; 
                end
            end else begin
                ready <= 1;
            end 
        end else begin 
            crc <= 0; 
            bit_count <= 0; 
            ready <= 1; 
            busy <= 0;
            init <= 1; 
        end
    end
endmodule
`timescale 1ns/1ps
module mult(
    input clk,
    input rst,
    input start,
    input [7:0] a_in,
    input [7:0] b_in,
    output reg [7:0] f_out,
    output reg busy_o
);
    localparam IDLE = 1'b0;
    localparam WORK = 1'b1;
    reg state;
    reg [7:0] sum;
    reg [7:0] counter;
    reg [7:0] mult1_a_in, mult1_b_in;
    always @(posedge clk) begin
        if (rst) begin
            state <= IDLE;
            sum <= 8'd0;
            counter <= 8'd0;
            f_out <= 8'd0;
            busy_o <= 1'b0;
            mult1_a_in <= 0;
            mult1_b_in <= 0;
        end else begin
            case (state)
                IDLE: begin
                    if (start) begin
                        busy_o <= 1'b1;
                        sum <= 8'd0;
                        f_out <= 8'd0;
                        counter <= 8'd0;
                        mult1_a_in <= a_in;
                        mult1_b_in <= b_in;
                        state <= WORK;
                    end
                end
                WORK: begin
                    counter <= counter + 1;
                    if (counter < b_in) begin
                        sum <= sum + a_in;
                    end else begin
                        f_out <= sum;
                        busy_o <= 1'b0;
                        state <= IDLE;
                    end
                end
            endcase
        end
    end
endmodule
module cubicroot(
    input clk,
    input rst,
    input start,
    input [7:0] x_in,
    output reg [7:0] y_out,
    output reg busy_o
);
    localparam IDLE          = 4'd0;
    localparam SHIFT_Y       = 4'd1;
    localparam COMPUTE_B1_MULT_OFF = 4'd2;
    localparam COMPUTE_B2    = 4'd3;
    localparam COMPUTE_B2_MULT_OFF    = 4'd4;
    localparam COMPUTE_B3    = 4'd5;
    localparam COMPARE      = 4'd6;
    localparam DECREMENT_S        = 4'd7;
    localparam COMPUTE_B1_MULT_OFF_WAIT = 4'd8;
    localparam COMPUTE_B2_MULT_OFF_WAIT = 4'd9;
    localparam SHIFT_Y_END = 4'd10;
    reg [7:0] x;
    reg [7:0] y;
    reg [8:0] b;
    reg [4:0] s;
    reg [3:0] state;
    reg [7:0] mult_reg;
    reg mult1_start;
    wire mult1_busy;
    wire [7:0] mult1_f_out;
    reg [7:0] mult1_a_in, mult1_b_in;
    mult mult1_inst (
        .clk(clk),
        .rst(rst),
        .start(mult1_start),
        .a_in(mult1_a_in),
        .b_in(mult1_b_in),
        .f_out(mult1_f_out),
        .busy_o(mult1_busy)
    );
    always @(posedge clk) begin
        if (rst) begin
            state <= IDLE;
            x <= 0;
            y <= 0;
            s <= 0;
            b <= 0;
            busy_o <= 0;
            y_out <= 0;
            mult1_start <= 0;
            mult_reg <= 0;
        end else begin
            case (state)
                IDLE: begin
                    if (start) begin
                        x <= x_in;
                        y <= 0;
                        s <= 5'd6;
                        state <= SHIFT_Y;
                        mult_reg <= 0;
                        b <= 0;
                        mult1_a_in <= 0;
                        mult1_b_in <= 0;
                        mult1_start <= 0;
                        busy_o <= 1'b1;
                    end
                end
                SHIFT_Y: begin
                    y <= y << 1;
                    state <= SHIFT_Y_END;
                end
                SHIFT_Y_END: begin
                    mult1_a_in <= y + 1;
                    mult1_b_in <= y;
                    mult1_start <= 1;
                    state <= COMPUTE_B1_MULT_OFF;
                end
                COMPUTE_B1_MULT_OFF: begin
                    mult1_start <= 0;
                    mult_reg <= 0;
                    state <= COMPUTE_B1_MULT_OFF_WAIT;
                end
                COMPUTE_B1_MULT_OFF_WAIT: begin
                    if (!mult1_busy) begin
                        mult_reg <= mult1_f_out;
                        state <= COMPUTE_B2;
                    end
                end
                COMPUTE_B2: begin
                    mult1_a_in <= 0;
                        mult1_b_in <= 0;
                        mult1_start <= 0;
                    mult1_a_in <= 3;
                    mult1_b_in <= mult_reg;
                    mult1_start <= 1;
                    state <= COMPUTE_B2_MULT_OFF;
                end
                COMPUTE_B2_MULT_OFF: begin
                    mult1_start <= 0;
                    mult_reg <= 0;
                    state <= COMPUTE_B2_MULT_OFF_WAIT;
                end
                COMPUTE_B2_MULT_OFF_WAIT: begin
                    if (!mult1_busy) begin
                        mult_reg <= mult1_f_out;
                        state <= COMPUTE_B3;
                    end
                end
                COMPUTE_B3: begin
                    b <= (mult_reg + 1) << s;
                    mult_reg <= 0;
                    state <= COMPARE;
                end
                COMPARE: begin
                    if (x >= b) begin
                        x <= x - b;
                        y <= y + 1;
                        state <= DECREMENT_S;
                    end else begin
                        state <= DECREMENT_S;
                    end
                end 
                DECREMENT_S: begin
                    if (s >= 3) begin
                        s <= s - 3;
                        state <= SHIFT_Y;
                    end else begin
                        y_out <= y;
                        state <= IDLE;
                        busy_o <= 0;
                    end
                end
                default: state <= IDLE;
            endcase
        end
    end
endmodule
module dut (
    input clk,
    input rst,
    input start,
    input [7:0] a,
    input [7:0] b,
    output reg [7:0] y,
    output reg ready
);
    reg [7:0] a_squared;
    reg [7:0] b_cuberoot;
    reg [2:0] state;
    reg mult_start;
    wire mult_ready;
    wire [7:0] mult_result;
    reg cubicroot_start;
    wire cubicroot_ready;
    wire [7:0] cubicroot_result;
    mult mult_inst (
        .clk(clk),
        .rst(rst),
        .start(mult_start),
        .a_in(a),
        .b_in(a),
        .f_out(mult_result),
        .busy_o(mult_ready)
    );
    cubicroot cubicroot_inst (
        .clk(clk),
        .rst(rst),
        .start(cubicroot_start),
        .x_in(b),
        .y_out(cubicroot_result),
        .busy_o(cubicroot_ready)
    );
    localparam IDLE          = 3'd0;
    localparam CALC_SQUARE   = 3'd1;
    localparam CALC_CUBEROOT = 3'd2;
    localparam CALC_SUM      = 3'd3;
    localparam DONE          = 3'd4;
    localparam IDLE_MULT_OFF = 3'd5;
    localparam CALC_SQUARE_CUBICROOT_STOP = 3'd6;
    always @(posedge clk) begin
        if (rst) begin
            state <= IDLE;
            ready <= 1'b0;
            mult_start <= 1'b0;
            cubicroot_start <= 1'b0;
            y <= 8'd0;
            a_squared <= 8'd0;
            b_cuberoot <= 8'd0;
        end else begin
            case (state)
                IDLE: begin
                    ready <= 1'b0;
                    if (start) begin
                        mult_start <= 1'b1;
                        state <= IDLE_MULT_OFF;
                    end
                end
                IDLE_MULT_OFF: begin
                    mult_start <= 0;
                    state <= CALC_SQUARE;
                end
                CALC_SQUARE: begin
                    if (!mult_ready) begin
                        a_squared <= mult_result;
                        cubicroot_start <= 1'b1;
                        state <= CALC_SQUARE_CUBICROOT_STOP;
                    end
                end
                CALC_SQUARE_CUBICROOT_STOP: begin
                    cubicroot_start <= 0;
                    state <= CALC_CUBEROOT;
                end
                CALC_CUBEROOT: begin
                    if (!cubicroot_ready) begin
                        b_cuberoot <= cubicroot_result;
                        state <= CALC_SUM;
                    end
                end
                CALC_SUM: begin
                        y <= b_cuberoot + a_squared;
                        state <= DONE;
                end
                DONE: begin
                    ready <= 1'b1;
                    state <= IDLE;
                end
                default: state <= IDLE;
            endcase
        end
    end
endmodule
module lfsr (
    input clk,
    input rst,
    input start,
    output reg ready,
    output reg [7:0] lfsr1_out,
    output reg [7:0] lfsr2_out
);
    reg [7:0] lfsr1;
    reg [7:0] lfsr2;
    reg init;
    parameter INIT_LFSR1 = 50;  
    parameter INIT_LFSR2 = 100;  
    parameter POLY_LFSR1 = 8'b10111000;  
    parameter POLY_LFSR2 = 8'b10011000;  
    always @(posedge clk) begin
      if (init) begin
          if (rst) begin
              lfsr1 <= INIT_LFSR1; 
              lfsr2 <= INIT_LFSR2; 
              lfsr1_out <= lfsr1;
              lfsr2_out <= lfsr2;
              init <= 1;
              ready <= 1;
          end else if (start) begin
              ready <= 0;
              lfsr1 <= {lfsr1[6:0], ^(lfsr1 & POLY_LFSR1)};
              lfsr2 <= {lfsr2[6:0], ^(lfsr2 & POLY_LFSR2)};
              lfsr1_out <= lfsr1;
              lfsr2_out <= lfsr2;
              ready <= 1;
          end
      end else begin
        lfsr1 <= INIT_LFSR1; 
        lfsr2 <= INIT_LFSR2; 
        lfsr1_out <= lfsr1;
        lfsr2_out <= lfsr2;
        init <= 1;
        ready <= 1;
      end
    end
endmodule
module top(
    input wire [15:0] SW,
    input wire CLK100MHZ,
    input wire RST_BTN,  
    input wire START_BTN,  
    input wire TEST_ON_BTN,  
    input wire TEST_RUN_BTN,  
    input wire TEST_OFF_BTN,  
    output reg DONE,  
    output reg [15:0] LED
);
    reg [7:0] a_input;
    reg [7:0] b_input;
    wire [7:0] dut_result;
    reg dut_start;
    wire dut_ready;
    wire bist_dut_start;
    reg test_mode;
    dut dut_inst (
        .clk(CLK100MHZ),
        .rst(RST_BTN),
        .start(dut_start),
        .a(a_input),
        .b(b_input),
        .y(dut_result),
        .ready(dut_ready)
    );
    wire [7:0] crc_result;
    wire crc_ready;
    wire bist_crc_start;
    crc8 crc_inst (
        .y_in(dut_result),
        .start(bist_crc_start),
        .rst(RST_BTN),
        .clk(CLK100MHZ),
        .ready(crc_ready),
        .crc_result(crc_result)
    );
    wire [7:0] a_lfsr;
    wire [7:0] b_lfsr;
    reg bist_start;
    wire [7:0] test_mode_ctr;
    wire bist_ready;
    bist_controller bist_inst (
        .start(TEST_RUN_BTN),
        .rst(RST_BTN),
        .clk(CLK100MHZ),
        .dut_ready(dut_ready),
        .crc_ready(crc_ready),
        .ready(bist_ready),
        .dut_start(bist_dut_start),
        .crc_start(bist_crc_start),
        .a_lfsr(a_lfsr),
        .b_lfsr(b_lfsr),
        .test_mode_ctr(test_mode_ctr)
    );
    always @(posedge CLK100MHZ) begin
        if (TEST_OFF_BTN) begin
            test_mode <= 0;
        end else if (TEST_ON_BTN) begin 
            test_mode <= 1;
        end 
        if (test_mode) begin
            DONE <= bist_ready;
            a_input <= a_lfsr;
            b_input <= b_lfsr;
            dut_start <= bist_dut_start;
            LED[15:8] <= test_mode_ctr;
            LED[7:0] <= crc_result;
        end else begin
            a_input <= SW[15:8];
            b_input <= SW[7:0];
            dut_start <= START_BTN;
            LED <= dut_result;
            DONE <= dut_ready;
        end
    end
endmodule
</file>
==> results.txt <==
run metrics: critical path startpoint category flop, largest net degree at the start of global routing 91, fraction of registers with async set/reset 0, Least-Margin Pin Slew 879 ps, Final Cycle Share 0.709, GRT met2 Usage 0.318, RSZ-0062 raised after global routing no, max reg flops 11, biggest area cells dfxtp_1, edfxtp_1, ha_1, Cell Pwr Density 476 nW/um^2, final hold vios 0, Latency at later pin 520 ps, Congestion Overflow GR 0, initial antenna violation count 0, grt met3 use 0.0307, gr busiest metal met1, main flop type after synthesis dfxtp_1, combinational fraction of design power 0.061, Final Critical Period 2550 ps, number of global-route vias before repair 7012, vias per std cell 5.50, dominant cell type by area after synthesis dfxtp_1, WL per Instance 14.8 um, drt pass-1 iters 6, Max-Cap Viols 0, layout cells sized above 1 0.0644, CTS tree yes, # fillers 1735, Routed WL 20700 um, fin util 0.576, Largest Register dut_inst.cubicroot_inst.state, Worst slew margin 0.413, # Cells Yosys 1116, DRC errors left 0, top-level I/O count 39, CP delay by family, top AND-OR/OR-AND gates, Synth warnings 8, met1 Usage GRT 0.372, Final setup viols 0, CP max stage delay 530 ps, global-route wire length before repair 35200 um, post-synthesis instance area 9940 um^2, Port Buffers 29, die area 20500 um^2, Post-CTS Hold Buffers 0, Synth Seq Share 0.445, biggest regs dut_inst.cubicroot_inst.state x11, dut_inst.cubicroot_inst.b x9, Starting DRT DRC Count 424, Buf/Inv on CP 1, Leakage 4.24 nW, Die Y 143 um, chip width 143 um, syn_area_per_cell 8.91 um^2, Final Non-Filler Cells 1399, Net Sw Frac 0.229, switching power 0.00122 W, final worst slack 1050 ps, core box area 19500 um^2, Synth top cell by count dfxtp_1, Slew Limit Fails 0, crit path cell chain inv_1 -> ha_1 -> nor2b_1 -> o31ai_1 -> a211o_1 -> a2111o_1 -> and2_4 -> o311a_1, Antenna Cells 0, Area leader share 0.372, Yosys chip area 9940 um^2, dpl ws 1060 ps, Tool Warnings 26, Max FO, Critical Path 10, hold crit path type reg -> reg, sequential share of power 0.459, setup_tns 0 ps, required time of the critical path 4000 ps, clock share of power 0.479, internal power 0.00412 W, clk root buf clkbuf_16, Max IR drop VDD 355 uV, Post-CTS Setup Repair Bufs 0, number of clock sinks 209, Post-synth regs 209, GP Congestion 0.919, critical path class reg -> reg, htree depth 1, fp_density 0.511, DPL Wire Length 13900 um, Max Buffers Root-to-Sink 3, Inst Count DP 1355, row cnt 51, Antenna Nets Post-Route 0, Slowest-stage cell, CP a2111o_1, worst-case clock skew 13.3 ps, commonest cells in the netlist dfxtp_1, nor2_1, a21oi_1, Cell Type Count 68, via count 7701, Hold Worst Slack 423 ps, Resize count post-CTS 0, CTS Buf Count 24, critical path capture point type flop, Synth-to-Final Area Change 12.8%, count of library flops with an enable pin 24, GRT Util Overall 0.221, clk slew on worst S/H paths 60 ps, achievable frequency 392 MHz, Critical Path AT 2950 ps, status completed, synthesized instance count 1116
power groups by stage:
stage	logic [W]	registers [W]	clock network [W]
CTS	0.000328	0.00245	0.00262
finish	0.000326	0.00245	0.00256
global route	0.000370	0.00246	0.00271
worst paths after layout:
path	start	endpoint	slack, ps	depth (start not counted)
min	crc_inst.crc[7]$_SDFFE_PP0P_	crc_inst.crc_result[7]$_DFFE_PP_	420	0
max reg2reg	dut_inst.cubicroot_inst.b[1]$_SDFFE_PP0P_	dut_inst.cubicroot_inst.x[1]$_SDFFE_PP0P_	1050	8
min reg2reg	crc_inst.crc[7]$_SDFFE_PP0P_	crc_inst.crc_result[7]$_DFFE_PP_	420	0
max	dut_inst.cubicroot_inst.b[1]$_SDFFE_PP0P_	dut_inst.cubicroot_inst.x[1]$_SDFFE_PP0P_	1050	8
logic make-up (layout without fill, tap and decap cells):
kind of cell | Yosys count | after routing | share of synthesized area
fa+ha+maj | 53 | 53 | 0.0697
compound gates | 282 | 282 | 0.183
flops | 209 | 209 | 0.445
buf+inv | 123 | 134 | 0.0510
xor+xnor | 33 | 33 | 0.0291
other cells | 1 | 8 | 0.000377
simple gates | 384 | 384 | 0.186
mux | 31 | 31 | 0.0351
layout by cell type (no fill, tap or decap), types with 20 or more instances in the layout:
master,netlist,final
nand3_1,51,51
clkdlybuf4s50_1,0,28
clkbuf_16,0,24
dfxtp_1,185,185
inv_1,51,51
nand2_1,93,93
xnor2_1,20,20
ha_1,49,49
edfxtp_1,24,24
nor2_1,111,111
nor2b_1,26,26
o21ai_0,39,39
a21oi_1,97,97
metrics by stage:
| stage | cell area [um^2] | total power, W |
|---|---|---|
| final | 11200 | 0.00534 |
| after global routing | 11200 | 0.00554 |
| after CTS | 11200 | 0.00540 |
| after detailed placement | 10400 | 0.00283 |
| after global placement | 10400 | 0.00283 |
| after floorplan | 9970 | 0.00274 |
area by class of cell:
| type | count | area [um^2] | area share |
|---|---|---|---|
| Multi-Input combinational cell | 791 | 5050 | 0.450 |
| Sequential cell | 209 | 4420 | 0.395 |
| Clock buffer | 28 | 646 | 0.0576 |
| Timing Repair Buffer | 38 | 368 | 0.0328 |
| Tap cell | 265 | 332 | 0.0296 |
| Clock inverter | 16 | 199 | 0.0177 |
| Inverter | 52 | 195 | 0.0174 |
metal layers:
layer | wire length, um | part of all wire | vias up
li1 | - | - | 3973
met1 | 10700 | 0.52 | 3572
met2 | 8860 | 0.43 | 123
met3 | 766 | 0.037 | 33
met4 | 385 | 0.019 | 0
met5 | 0 | 0 | -
Power is estimated from default activity; no workload was simulated.
